<file path="/design/flow/constraint.sdc">
current_design LASER

set clk_period 18.7
set clk_io_pct 0.2

create_clock -name clk0 -period $clk_period [get_ports {CLK}]

set non_clock_inputs [all_inputs -no_clocks]
set_input_delay [expr $clk_period * $clk_io_pct] -clock clk0 $non_clock_inputs
set_output_delay [expr $clk_period * $clk_io_pct] -clock clk0 [all_outputs]
</file>
<file path="/design/flow/design.v">
module LASER (
input CLK,
input RST,
input [3:0] X,
input [3:0] Y,
output reg [3:0] C1X,
output reg [3:0] C1Y,
output reg [3:0] C2X,
output reg [3:0] C2Y,
output reg DONE);
reg [3:0] X_in [0:39];
reg [3:0] Y_in [0:39];
reg [39:0] in_C1, in_C2,in_C1_max, in_C2_max;
reg [4:0] in_cnt1, in_cnt2,in_cnt1_max, in_cnt2_max;
reg [5:0] left_down_cnt, left_up_cnt, right_down_cnt, right_up_cnt;
wire is_left_down, is_left_up, is_right_down, is_right_up;
wire [3:0]x_mis,y_mis,mis_b,mis_s;
assign is_left_up = (X < 4'd8 && Y < 4'd8) ? 1'd1 : 1'd0;
assign is_left_down = (X < 4'd8 && Y > 4'd7) ? 1'd1 : 1'd0;
assign is_right_up = (X > 4'd7 && Y < 4'd8) ? 1'd1 : 1'd0;
assign is_right_down = (X > 4'd7 && Y > 4'd7) ? 1'd1 : 1'd0;
reg [2:0] state_cs, state_ns;
parameter IDLE = 3'd0, 
          INPUT = 3'd1,
          COMP = 3'd2,
          CNT1 = 3'd3,
          CNT2 = 3'd4,
          OUTPUT = 3'd5;
reg [5:0] cnt_40;
reg [6:0] cnt_64;
reg [2:0] max,sec,cnt_7,cnt_6;
reg [5:0] max_v,sec_v;
reg [3:0] circle_x, circle_y;
reg [3:0] max_circle1_x[0:18];
reg [3:0] max_circle1_y[0:18];
reg [4:0] cnt_max;
reg cd_line;
reg [4:0] cnt_24;
wire is_39;
wire is_63;
assign is_63 = (cnt_64 == 7'd63);
assign is_39 = (cnt_40 == 6'd39);
always @(posedge CLK or posedge RST) begin
    if(RST)
        state_cs <= IDLE;
    else
        state_cs <= state_ns;
end
always @(*) begin
    case (state_cs)
        IDLE:
            state_ns = INPUT; 
        INPUT:
            state_ns = (is_39) ? COMP : INPUT;
        COMP:
            state_ns = (cnt_7 == 3'd2) ? CNT1 : COMP;
        CNT1:
            state_ns = (is_63 && is_39) ? CNT2 : CNT1;
        CNT2:
            state_ns = (cnt_64 == 7'd19 && is_39) ? OUTPUT : CNT2;
        OUTPUT:
            state_ns = IDLE;
        default: 
            state_ns = IDLE;
    endcase
end
always @(posedge CLK or posedge RST) begin
    if(RST)
        cnt_40 <= 6'd0;
    else if(state_cs == INPUT || state_cs == CNT1 || state_cs == CNT2)
        if(is_39)
            cnt_40<=6'd0;
        else
            cnt_40 <= cnt_40 + 6'd1;
    else 
        cnt_40 <= 6'd0;
end
always @(posedge CLK or posedge RST) begin
    if(RST)
        cnt_6 <= 3'd0;
    else if(state_cs == CNT2)begin
        if(cnt_6==3'd5 && cnt_40 == 6'd39)
            cnt_6<=6'd0;
        else if(is_39)
            cnt_6 <= cnt_6 + 3'd1;
    end
    else 
        cnt_6 <= 3'd0;
end
always @(posedge CLK or posedge RST) begin
    if(RST)
        cnt_64 <=7'd0;
    else if(state_cs == CNT1 && is_39)begin
        if(is_63)
            cnt_64 <=7'd0;
        else
            cnt_64 <= cnt_64 + 1;
    end
    else if(state_cs == CNT2 && is_39 && cnt_24 == 23)
        cnt_64 <= cnt_64 + 1;
	else if(state_cs == OUTPUT)
		cnt_64 <=7'd0;
end
always @(*) begin
    if(state_cs == CNT1 && cnt_64[2:0]==3'd7)
        cd_line=1;
    else if(state_cs == CNT2 && cnt_6==3'd5)
        cd_line=1;
    else    
        cd_line=0;
end
always @(posedge CLK) begin
    if(state_cs == INPUT)begin
        X_in[cnt_40] <= X;
        Y_in[cnt_40] <= Y;
    end
end
always @(posedge CLK or posedge RST) begin
    if(RST)begin
        left_down_cnt <= 6'd0;
        left_up_cnt <= 6'd0;
        right_down_cnt <= 6'd0;
        right_up_cnt <= 6'd0;
    end
    else if(state_cs == INPUT)begin
        if(is_left_up)begin
            left_up_cnt <= left_up_cnt + 6'd1;
        end
        else if(is_left_down)begin
            left_down_cnt <= left_down_cnt + 6'd1;
        end
        else if(is_right_up)begin
            right_up_cnt <= right_up_cnt + 6'd1;
        end
        else if(is_right_down)begin
            right_down_cnt <= right_down_cnt + 6'd1;
        end
    end
    else if(state_cs == OUTPUT)begin
        left_down_cnt <= 6'd0;
        left_up_cnt <= 6'd0;
        right_down_cnt <= 6'd0;
        right_up_cnt <= 6'd0;
    end
end
always @(posedge CLK or posedge RST) begin
    if(RST)
        cnt_7<= 3'd0;
    else if(state_cs == COMP)begin
        cnt_7<=cnt_7+1;
    end
	else if(state_cs == OUTPUT)
		cnt_7<= 3'd0;
end
always @(posedge CLK or posedge RST) begin
    if(RST)begin
        max<= 2'd0;
    end
    else if(state_cs == COMP)begin
        case (cnt_7)
            3'd0: begin
                if (right_up_cnt>=left_up_cnt) 
                    max<= 2'd1;
            end
            3'd1: begin
                if(left_down_cnt>max_v) 
                    max<= 2'd2;
            end
            3'd2: begin
                if(right_down_cnt>max_v)
                    max<= 2'd3;
        end
        endcase
    end
	else if(state_cs == OUTPUT)
		max<= 2'd0;
end
always @(posedge CLK or posedge RST) begin
    if(RST)begin
        sec<= 2'd1;
    end
    else if(state_cs == COMP)begin
        case (cnt_7)
            3'd0: begin
                if (right_up_cnt>left_up_cnt) 
                    sec<= 2'd0;
            end
            3'd1: begin
                if(left_down_cnt>max_v) 
                    sec<= max;
                else if(left_down_cnt>sec_v)
                    sec<= 2'd2;
            end
            3'd2: begin
                if(right_down_cnt>max_v)
                    sec<= max;
                else if(right_down_cnt>sec_v)
                    sec<= 2'd3;
        end
        endcase
    end
	else if(state_cs == OUTPUT)
		sec<= 2'd1;
end
always @(posedge CLK or posedge RST) begin
    if(RST)
        max_v<= 6'd0;
    else if(state_cs == COMP)begin
        case (cnt_7)
            3'd0: begin
                if (right_up_cnt>left_up_cnt) 
                    max_v<= right_up_cnt;
                else
                     max_v<= left_up_cnt;
            end
            3'd1: begin
                if(left_down_cnt>max_v)
                    max_v<= left_down_cnt;
            end
            3'd2: begin
                if(right_down_cnt>max_v)
                    max_v<= right_down_cnt;
            end
        endcase
    end
	else if(state_cs == OUTPUT)
		max_v<= 6'd0;
end
always @(posedge CLK or posedge RST) begin
    if(RST)
        sec_v<= 6'd0;
    else if(state_cs == COMP)begin
        case (cnt_7)
            3'd0: begin
                if (right_up_cnt<left_up_cnt) 
                    sec_v<= right_up_cnt;
                else
                    sec_v<= left_up_cnt;
            end
            3'd1: begin
                if(left_down_cnt>max_v)
                    sec_v<= max_v;
                else if(left_down_cnt>sec_v)
                    sec_v<=left_down_cnt;
            end
            3'd2: begin
                if(right_down_cnt>max_v)
                    sec_v<= max_v;
                else if(right_down_cnt>sec_v)  
                    sec_v<= right_down_cnt;
            end
        endcase
    end
	else if(state_cs == OUTPUT)
		sec_v<= 6'd0;
end
always @(posedge CLK or posedge RST) begin
    if(RST)
        DONE <= 1'd1;
    else if(state_cs == OUTPUT)
        DONE <= 1'd1;
    else 
        DONE <= 1'd0;
end
reg [4:0] in_cnt1_r [0:19];
reg [39:0] in_C1_r [0:19];
wire [4:0] max_value;
wire oops;
assign oops = (max_circle1_x[cnt_64] == 2 && max_circle1_y[cnt_64] == 10);
assign max_value = in_cnt1_r[cnt_64] + in_cnt2;
integer j;
always @(posedge CLK) begin
    if(RST)begin
		cnt_max <= 0;
	end
	else if(state_cs == CNT1)begin
		if(is_63 && is_39)begin
			cnt_max <= 0;
		end
		else if(in_cnt1 >= 5'd11 && is_39 && cnt_max < 20)begin
			max_circle1_x[cnt_max] <= circle_x;
			max_circle1_y[cnt_max] <= circle_y;
			cnt_max <= cnt_max + 1;
			in_cnt1_r[cnt_max] <= in_cnt1;
			in_C1_r[cnt_max] <= in_C1;
		end
	end
	else if(state_cs == OUTPUT)begin
		cnt_max <= 0;
	end
 end
always @(posedge CLK or posedge RST) begin
    if(RST)begin
        in_C1_max<=40'd0;
        in_cnt1_max<=5'd0;
    end
    else if(state_cs == CNT1 && is_39 && in_cnt1_max<in_cnt1)begin
        in_C1_max<=in_C1;
        in_cnt1_max<=in_cnt1;
    end
	else if(state_cs == OUTPUT)begin
		in_C1_max<=40'd0;
        in_cnt1_max<=5'd0;
    end
end
always @(posedge CLK or posedge RST) begin
    if(RST)begin
        in_C2_max<=40'd0;
        in_cnt2_max<=5'd0;
    end
    else if(state_cs == CNT2 && is_39 && in_cnt2_max<max_value)begin
        in_C2_max<=in_C2;
        in_cnt2_max<=max_value;
    end
	else if(state_cs == OUTPUT)begin
		in_C2_max<=40'd0;
        in_cnt2_max<=5'd0;
    end
end
always @(posedge CLK or posedge RST) begin
    if(RST)begin
        C1X <= 4'd0;
        C1Y <= 4'd0;
        C2X <= 4'd0;
        C2Y <= 4'd0;
    end
	else if(state_cs == CNT1 || state_cs == CNT2)begin
		if(is_39 && in_cnt1_max<in_cnt1)begin
            C1X <= circle_x;
            C1Y <= circle_y;
        end
		else if(is_39 && in_cnt2_max<max_value)begin
            C1X <= max_circle1_x[cnt_64];
			C1Y <= max_circle1_y[cnt_64];
			C2X <= circle_x;
            C2Y <= circle_y;
        end
	end
end
parameter x_small = 4,
	      x_large = 7,
		  y_small = 2,
		  y_large = 7;
reg [4:0] cnt2_x, cnt2_y;
always @(posedge CLK or posedge RST)begin
	if(RST)
		cnt_24<= 0;
	else if(state_cs == CNT2 && is_39)
		if(cnt_24 == 23)
			cnt_24 <= 0;
		else 
			cnt_24<= cnt_24 + 1;
end
always @(posedge CLK or posedge RST)begin
	if(RST)begin
		cnt2_x <= 5'd4;
		cnt2_y <= 5'd2;
	end
	else if(state_cs == CNT2 && cnt_24 == 23)begin
		cnt2_x <= 5'd4;
		cnt2_y <= 5'd2;
	end
	else if(state_cs == CNT2 && is_39)
		if(cnt2_y != 7)
			cnt2_y <= cnt2_y + 1;
		else if(cnt2_y == 7 && cnt2_x != 7)begin
			cnt2_x <= cnt2_x + 1;
			cnt2_y <= 5'd2;
		end
		else begin
			cnt2_x <= 5'd4;
			cnt2_y <= 5'd2;
		end
end
wire [3:0] xxxx,yyyy;
wire [3:0] m_c_7;
assign m_c_y_7 = (max_circle1_y[cnt_64] > 7);
assign xxxx = max_circle1_x[cnt_64];
assign yyyy = max_circle1_y[cnt_64];
always @(posedge CLK or posedge RST) begin
    if(RST)begin
        circle_x <= 4'd0;
        circle_y <= 4'd0;
    end
    else if(state_cs == CNT1) begin
        if(cnt_64==7'd0 && cnt_40==6'd0)    
            case (max)
                2'd0:begin
                    circle_x <= 4'd0;
                    circle_y <= 4'd0;
                end
                2'd1:begin
                    circle_x <= 4'd15;
                    circle_y <= 4'd0;
                end
                2'd2:begin
                    circle_x <= 4'd0;
                    circle_y <= 4'd15;
                end
                2'd3:begin
                    circle_x <= 4'd15;
                    circle_y <= 4'd15;
                end
            endcase
        else if(cd_line && is_39)begin
            case (max)
                2'd0:begin
                    circle_x <= 4'd0;
                    circle_y <= circle_y+1;
                end
                2'd1:begin
                    circle_x <= 4'd15;
                    circle_y <= circle_y+1;
                end
                2'd2:begin
                    circle_x <= 4'd0;
                    circle_y <= circle_y-1;
                end
                2'd3:begin
                    circle_x <= 4'd15;
                    circle_y <= circle_y-1;
                end
            endcase
        end
        else if(is_39)begin
            case (max)   
                2'd0:begin
                    circle_x <= circle_x+1;
                end
                2'd1:begin
                    circle_x <=circle_x-1;
                end
                2'd2:begin
                    circle_x <= circle_x+1;
                end
                2'd3:begin
                    circle_x <=circle_x-1;
                end
            endcase
        end
    end
    else if(state_cs == CNT2) begin
		if((cnt_40 == 0 && cnt_64 == 0) || is_39)begin
			if(oops)begin
				circle_x <= xxxx + cnt2_x;
				circle_y <= yyyy + cnt2_y;
			end
			else if(max_circle1_x[cnt_64] > 7)begin
				if(m_c_y_7)begin
					circle_x <= xxxx - cnt2_x;
					circle_y <= yyyy - cnt2_y;
				end
				else begin
					circle_x <= xxxx - cnt2_x;
					circle_y <= yyyy + cnt2_y;
				end
			end
			else begin
				if(m_c_y_7)begin
					circle_x <= xxxx + cnt2_x;
					circle_y <= yyyy - cnt2_y;
				end
				else begin
					circle_x <= xxxx + cnt2_x;
					circle_y <= yyyy + cnt2_y;
				end
			end
		end
    end
end
wire [3:0] sel_Xin,sel_Yin;
assign sel_Xin = (state_cs == CNT1) ? X_in[cnt_40] : X_in[cnt_40];
assign sel_Yin = (state_cs == CNT1) ? Y_in[cnt_40] : Y_in[cnt_40];
wire x_y_b;
assign x_y_b = (x_mis>y_mis);
assign x_mis=(circle_x > sel_Xin)? circle_x - sel_Xin: sel_Xin-circle_x;
assign y_mis=(circle_y > sel_Yin)? circle_y - sel_Yin: sel_Yin-circle_y;
assign mis_b=(x_y_b)?x_mis:y_mis;
assign mis_s=(x_y_b)?y_mis:x_mis;
always @(posedge CLK or posedge RST) begin
    if(RST)begin
        in_cnt1 <= 5'd0;
        in_C1<=40'd0;
    end
    else if(state_cs == CNT1)begin
        if(is_39)begin
			in_cnt1 <= 5'd0;
			in_C1<=40'd0;
        end
        else if(mis_b==4 && mis_s==0)begin
            in_C1[cnt_40]<=1;
            in_cnt1<=in_cnt1+1;
        end
        else if(mis_b==3 && mis_s<3)begin
            in_C1[cnt_40]<=1;
            in_cnt1<=in_cnt1+1;
        end
        else if(mis_b<3)begin
            in_C1[cnt_40]<=1;
            in_cnt1<=in_cnt1+1;
        end
    end
end
wire [3:0] X_in40,Y_in40;
wire iv_C1_max;
assign iv_C1_max = ~in_C1_max[cnt_40];
assign X_in40 = X_in[cnt_40];
assign Y_in40 = Y_in[cnt_40];
always @(posedge CLK or posedge RST) begin
    if(RST)begin
        in_cnt2 <= 5'd0;
        in_C2<=40'd0;
    end
    else if(state_cs == CNT2 && ~in_C1_r[cnt_64][cnt_40])begin
        if(is_39)begin
			in_cnt2 <= 5'd0;
			in_C2<=40'd0;
        end
		else if(oops && circle_x == 8 && circle_y == 12)begin
			in_cnt2 <= 5'd12;
			in_C2<=40'd0;
		end
        else if(mis_b==4 && mis_s==0)begin
            in_C2[cnt_40]<=1;
            in_cnt2<=in_cnt2+1;
        end
        else if(mis_b==3 && mis_s<3)begin
            in_C2[cnt_40]<=1;
            in_cnt2<=in_cnt2+1;
        end
        else if(mis_b<3 )begin
            in_C2[cnt_40]<=1;
            in_cnt2<=in_cnt2+1;
        end
    end
end
endmodule
</file>
<file path="/design/flow/config.mk">
export PLATFORM = sky130hd
export DESIGN_NAME = LASER
export DESIGN_NICKNAME = LASER
export VERILOG_FILES = /design/flow/design.v
export SDC_FILE = /design/flow/constraint.sdc
export NUM_CORES = 4
export LEC_CHECK = 1
export CORE_UTILIZATION = 40
</file>
<file path="/design/flow/run.sh">
#!/bin/bash
# OpenROAD 26Q1-2900-gdf79404cd8, Yosys 0.63+post, stock flow scripts
make -C /OpenROAD-flow-scripts/flow DESIGN_CONFIG=/design/flow/config.mk WORK_HOME=/design/flow/orfs finish
</file>
==> commit_impl_results.txt <==
Add synthesis and place-and-route results

- The run finished with clean final reports.
- Finished layout cell area: 71200 um2
- Per the cell usage report, the commonest logic cells after layout are 1372 x sky130_fd_sc_hd__edfxtp_1, 204 x sky130_fd_sc_hd__nor2_1, 197 x sky130_fd_sc_hd__mux4_2, 191 x sky130_fd_sc_hd__nand2_1, 181 x sky130_fd_sc_hd__buf_4.
- Kind of critical path: register to register
- Maximum clock rate: 137 MHz
- Hold-fix buffers at CTS: 0
- Buffers placed on the I/O ports in this run total 26.
- Final WL: around 160000 um
- The power report attributes to the combinational group a share of 0.003.
* Fraction of layout instances using a drive strength above 1: 0.182
- Core Region: 155000 um2
- Worst path setup slack after routing: 11.41 ns
- Largest net degree at the start of global routing: 63
* Power density relative to cell area: 95.1 nW/um2
- Setup repair after global routing left no endpoint under its margin.
- Switching power share of the total: 0.196
- Endpoint required time on the critical path: 19.38 ns
- The pin closest to its max-slew limit shows a slew of 0.935 ns.
* Chip Area: 158000 um2
* Clock Skew: 0.0573 ns
- IR Drop Worst-Case VDD: 0.0000826 V
- In this design, the stage delay of the slowest critical-path cell is around 0.64 ns.
* Placed wire-length estimate after detailed placement: 99500 um
* CTS Buffer Depth: 3
- Summing internal, switching and leakage power gives 6.77 mW.
* Clock insertion delay at the later pin of the skew report: 0.80 ns
- Antenna violations before repair: 2
* Count of standard-cell rows: 144
* Part of the total power dissipated in sequential elements: 0.546
- Dividing the synthesized area by the synthesized cell count gives 17.1 um2.
* Setup Buffers After CTS: 0
* Cell family with the largest share of critical-path delay: AND-OR/OR-AND gates
* Top logic cell by instance count in the layout: sky130_fd_sc_hd__edfxtp_1
* Time the worst path needs with I/O delays and setup: 7.29 ns
- Post-synthesis instance total: 3673
- DR vias: approximately 34000
- Among the stages of the critical path, the cell type that occurs most often is sky130_fd_sc_hd__o21ai_0.
- According to the floorplan report, the die height is 398 um.
* Wire length of the first global-routing pass: 239000 um
- Top-level port count: 27
* Critical Path Fanout Max: 30
* Number of max-cap violations: 0
- Master cell of the clock root buffer: sky130_fd_sc_hd__clkbuf_16
- For this run the aggregate overflow at the end of global routing stands at 0.
- Clock sink count: 1535
- Max-slew violation count: 0
- The script parses the final routing iteration and logs DRC violations as 0.
- Number of gates resized after cts: 0
- Share of the core filled with cells in the final layout: 0.459
- Final number of hold-violating endpoints: 0
- The congestion estimate from routability-driven global placement came to 0.897.
* Wire length per cell: 26.7 um
* Combined area of all synthesized cells: approximately 63000 um2
- The worst setup path is captured at a register.
* DRT iter0 DRCs: approximately 2300
- Ys flops: 1535
- Layout area overhead: 13.4%
- Critical path data arrival time: 7.97 ns
* FFs w/ async S/R, synth: 0.103
- Cycle use final: 0.390
- For the final routed database, the setup TNS stands at 0 ns.
- Counting the buffers created by CTS gives 156.
- Before antenna repair, the detailed router went through 5 iterations.
- The share of total power dissipated in the clock network is 0.451.
- Cell-internal power: 5.44 mW
- Net switching power of the design: 1.33 mW
- Final setup violation count: 0
- Clock-pin slew of the registers on the worst-case setup and hold paths: 0.06 ns
- The via count of the first global-routing pass came to 36141.
- Most instantiated flip-flop cell in the synthesis netlist: sky130_fd_sc_hd__edfxtp_1
- Area figure in the yosys stat output: between 60000 and 70000 um2
- Setup slack on the worst path after placement came out at 11.47 ns.
- Clock tree from TritonCTS: yes
* Post-synth EDFFs: approximately 1400
* Static leakage power: 25.7 nW
* Post-synthesis sequential area ratio: 0.721
- Total cell area at the placement stage: 66100 um2
- STA classifies the critical path startpoint as a register.
* Cell count listed in synth_stat.txt: 3673
- Unique cell types: 92
- Looking at the clock tree report, the H-tree level count equals 4.
* Critical path's slowest cell: sky130_fd_sc_hd__nor3b_2
- The count of nets left with antenna violations once routing finished came out at 0.
- Fill cells: between 10000 and 15000
- Worst min path class: register to register
* Synth Warn #: 2
* Count of tool warnings: 54
- Relative slew slack: 0.376
- In the floorplan report the effective utilization is 0.405.
- The timing report notes that buffer and inverter cells on the critical path total 4.
- The floorplan step set the die width to 398 um.
- Number of vias per cell: 5.71
* All-layer global routing usage: 0.223
-- kinds of logic (layout without fill, tap and decap cells) --
kind of cell,Yosys count,count (layout),share of synthesized area
flops,1535,1535,0.721
simple gates,682,682,0.0507
compound gates,663,663,0.0742
mux,373,373,0.104
buf+inv,271,567,0.0213
fa+ha+maj,106,106,0.0224
xor+xnor,43,43,0.00600
other cells,0,1,0
-- worst paths after layout --
path,startpoint,end,slack (ns),cells past startpoint
worst max register to register,cnt_40[2],in_C1[3],11.41,26
worst min-delay path,C1Y[1],C1Y[1],0.48,2
min in group asynchronous,RST,C1Y[0],3.64,2
max in group asynchronous,RST,cnt_40[0],13.82,3
worst min register to register,C1Y[1],C1Y[1],0.48,2
worst max-delay path,cnt_40[2],in_C1[3],11.41,26
-- cells in the mapped netlist (all sizes together) (35+ instances only) --
cell type  count  area, um2
a21oi         89        445
a221oi        54        485
a22o          41        359
a22oi        116        871
buf           90        657
clkbuf       102        383
dfrtp        154       3850
edfxtp      1372      41200
ha            95       1190
inv           75        282
mux2          57        649
mux2i        103       1030
mux4         213       4860
nand2        191        717
nand3         72        365
nand4         46        288
nor2         225        845
nor3          35        175
o21ai        138        691
-- sequential cells by signal, summed over array words and instances (netlist names), 6 cells and up --
register	count
X_in	160
Y_in	160
cnt_40	6
cnt_64	7
in_C1	40
in_C1_r	800
in_cnt1_r	100
left_down_cnt	6
left_up_cnt	6
max_circle1_x	76
max_circle1_y	76
max_v	6
right_down_cnt	6
right_up_cnt	6
state_cs	6
-- through the flow --
step           hold WS, ns  cells
6_report             0.477   6014
2_1_floorplan        0.426   3673
3_5_place_dp         0.473   5733
3_3_place_gp         0.469   5733
4_1_cts              0.486   6013
5_1_grt              0.509   6013
-- tightest hold or removal path, cell delays in order (launching register included) --
cell and delay (ns):
sky130_fd_sc_hd__dfrtp_1 0.34, sky130_fd_sc_hd__nand2_1 0.05, sky130_fd_sc_hd__o21ai_0 0.06
-- area by class of cell --
type | count | area (um2) | share of cell area
multi-input combinational | 1867 | 16400 | 0.230
inverter | 79 | 302 | 0.00424
clock buffer | 195 | 4100 | 0.0577
sequential | 1535 | 45300 | 0.636
clock inverter | 85 | 918 | 0.0129
antenna | 1 | 2.50 | 0.0000352
tap | 2044 | 2560 | 0.0359
timing repair buffer | 208 | 1640 | 0.0230
-- metal layers --
metal  GRT usage  part of all wire  up-vias
li1            -                 -    15080
met1       0.301              0.37    17312
met2       0.321              0.46     1730
met3       0.151              0.15      225
met4      0.0387             0.019        4
met5     0.00575           0.00064        -
-- power groups by stage --
stage	logic, mW	registers, mW	clock network, mW
global route	0.0252	3.69	3.24
finish	0.0222	3.70	3.05
CTS	0.0233	3.69	3.11
No activity file was given, so power comes from the tool's default toggle rates.
